**design.v**
```verilog
module synchronous_two_input_multiplexer
  #(parameter WIDTH=16)
   (
    input                  clk,
    input                  select,
    input      [WIDTH-1:0] in0,
    input      [WIDTH-1:0] in1,
    output reg [WIDTH-1:0] out
    );
   always @(posedge clk)
     case (select)
       1'b0: out = in0;
       1'b1: out = in1;
     endcase  
endmodule  
```
**run.sh**
```bash
#!/bin/bash
# OpenROAD 26Q1-2900-gdf79404cd8, Yosys 0.63+post, stock flow scripts
make -C /OpenROAD-flow-scripts/flow DESIGN_CONFIG=/design/flow/config.mk WORK_HOME=/design/flow/orfs finish
```
**config.mk**
```make
export PLATFORM = sky130hd
export DESIGN_NAME = synchronous_two_input_multiplexer
export DESIGN_NICKNAME = synchronous_two_input_multiplexer
export VERILOG_FILES = /design/flow/design.v
export SDC_FILE = /design/flow/constraint.sdc
export NUM_CORES = 4
export LEC_CHECK = 1
export CORE_AREA = 10 10 70 70
export DIE_AREA = 0 0 80 80
```
**constraint.sdc**
```tcl
current_design synchronous_two_input_multiplexer

set clk_period 1.0
set clk_io_pct 0.2

create_clock -name clk0 -period $clk_period [get_ports {clk}]

set non_clock_inputs [all_inputs -no_clocks]
set_input_delay [expr $clk_period * $clk_io_pct] -clock clk0 $non_clock_inputs
set_output_delay [expr $clk_period * $clk_io_pct] -clock clk0 [all_outputs]
```
==> results_slide.txt <==
Implementation Results

Detailed routing
  • Antenna Cells: 0
  • Vias per inst: 3.44
  • DR WL/cell: 12.6 µm
  • Drt total wl: 1.68 mm
  • DRT iter0 DRCs: 5
  • Final ANT Viol Nets: 0
  • # DRC: 0
  • Via count: 457
  • Pre-Repair DR Iteration Count: 2

Yosys
  • Yosys cell count: 34
  • Synth area leader: dfxtp_1
  • Prevailing post-synth register cell: dfxtp_1
  • Number of synthesized flops with an enable pin: 0
  • Area of the mapped netlist: 569 µm²
  • Synth Seq Share: 56.3%
  • Syn avg cell area: 16.7 µm²
  • Library cells used by synthesis: 5
  • Dominant comb cell: multiplexers
  • Yosys Chip Area: 569 µm²
  • Post-Syn Instances: 34
  • Compound-Gate Fraction of Synth Area: 0%
  • Synthesis Warnings: 1
  • XOR/XNOR Area Share: 0%
  • Synth Area in Simple Gates: 0%
  • Yosys top cell by instances: dfxtp_1
  • Post-synth top cells: 16 x dfxtp_1, 10 x mux2_4, 6 x mux2_2
  • Synth top area share: 56.3%
  • Seq cells post-synth: 16
  • Mux area share: 38.2%
  • Ys async rst share: 0%
  • Cell area leaders: dfxtp_1 56%, mux2_4 26%, mux2_2 12%, buf_12 3.5%, buf_6 2.0%
  • Adder Share, Synth: 0%

Power and ir drop
  • Cell internal pwr: 1.14 mW
  • Reg power frac: 49.9%
  • Clock Power Share: 30.3%
  • Combinational Power Share: 19.9%
  • Total power: 1.41 mW
  • Switching pwr: 271 µW
  • VDD IR-drop max: 0.000407 V
  • PD cells: 1270 mW/mm²
  • Sw frac: 19.1%
  • LEAKAGE: 0.488 nW

Critical path
  • WP data required: 800 ps
  • Crit path max-delay family: flip-flops
  • CP Max Fanout: 1
  • Slowest-stage cell, CP: dfxtp_1
  • Worst setup SP type: register
  • Worst path max stage delay: 320 ps
  • Crit. End Element: output port
  • CP Buf/Inv Count: 1
  • Cell chain of the critical path: clkdlybuf4s15_1
  • CP Class: reg2out
  • Worst EP arrival: 760 ps

Finish
  • Sequential standard cell area: 332 µm²
  • Share of cells above drive strength 1: 52.9%
  • Fill cells: 382
  • Comb area: 218 µm²
  • Area grow syn2layout: 94.9%
  • Max reg flops: 16
  • Post-route cell area: 0.00111 mm²

Clock network
  • CTS root buffer: clkbuf_4
  • CTS Buf Count: 3
  • Clk pin slew, worst setup/hold paths: 100 ps
  • Max clock buf depth: 2
  • Hold-fix buffers, CTS: 0
  • Clk sink count: 16
  • CTS H-tree lvls: 1
  • CTS tree: built

Floorplan
  • Std cell rows: 21
  • Fp_density: 16.7%
  • Boundary Pins: 50
  • Die area: 0.00640 mm²
  • Core area: 0.00342 mm²
  • Die span in x: 80 µm
  • Die height: 80 µm

Job
  • Tally of OpenROAD warnings: 25
  • Max Cap Violations: 0

Hold path
  • Min-delay src: in1[14]
  • Hold EP: out[14]
  • Worst hold stages: 2
  • Hold Path Class: in2reg

Place
  • Area post-placement: 0.00111 mm²
  • Port buffer count: 49
  • GPL Wtd Cong: 0.646
  • Post-Place Worst Slack: -359 ps

Final timing
  • Slew @ Worst Pin: 166 ps
  • Relative slew slack: 88.9%
  • FMAX: 1040 MHz
  • Slew Viols, Final: 0
  • Setup tns final: 0 ps
  • Minimum clock period: 962 ps
  • Final Setup Violations: 0
  • Fin crit share: 96.2%
  • Final worst slack: 38.4 ps
  • RSZ-0062 raised after global routing: false
  • Final Hold Violation Tally: 0

Global routing
  • GR Overflow Total: 0
  • Vias in the first global route: 534
  • Pin count of the biggest net entering global routing: 10
  • Global-route wire length before repair: 2.48 mm
  • Gr usage total: 4.92%
  • Antenna violations before repair: 0

Run status
  • Outcome: finished, final reports clean
-- power groups by stage --
| stage | clock [mW] | sequential, mW | combinational (mW) |
|---|---|---|---|
| 4_1_cts | 0.448 | 0.701 | 0.312 |
| 5_1_grt | 0.469 | 0.712 | 0.306 |
| 6_report | 0.428 | 0.705 | 0.281 |
-- layer usage --
layer  GRT usage, %  share of wire (%)  up-vias
li1               -                  -      225
met1           5.22                 36      203
met2           8.35                 50       27
met3           2.50                 12        2
met4           1.41                2.1        0
met5              0                  0        -
-- area by class of cell --
class,count,share of cell area (%)
clock buffers,4,3.27
flip-flops and latches,16,29.9
repair buffers,51,42.1
multi-input cells,16,19.6
well taps,46,5.19
-- placed cells by master, fill, tap and decap left out --
cell	n
buf_12	1
buf_2	1
bufbuf_16	1
clkbuf_2	14
clkbuf_4	3
clkbuf_8	1
clkdlybuf4s15_1	1
clkdlybuf4s50_1	32
dfxtp_1	7
dfxtp_2	9
dlygate4sd2_1	1
mux2_2	6
mux2_4	10
-- metrics by stage --
step | util [%] | cells | hold WS [ps]
finish | 32.5 | 133 | 517
global route | 32.5 | 133 | 506
CTS | 34.2 | 133 | 505
detailed placement | 32.4 | 128 | 810
global placement | 32.4 | 128 | 806
floorplan | - | 34 | 343
-- worst max path at each step --
stage	start	cells past startpoint	end
4_1_cts	out[15]	1	out[15]
5_1_grt	out[14]	1	out[14]
6_report	out[14]	1	out[14]
-- logic make-up (layout without fill, tap and decap cells) --
logic type  count (synthesis)  in the layout
buf+inv                     2             55
flops                      16             16
mux                        16             16
-- repair_timing --
item,4_1_cts,5_1_grt
resized,34,23
endpoints found under the setup margin,32,14
cloned,1,0
setup buffers,0,0
pin swaps,0,0
No activity file was given, so power comes from the tool's default toggle rates.
